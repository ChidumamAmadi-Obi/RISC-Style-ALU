[flow/config.mk]
export PLATFORM = sky130hd
export DESIGN_NAME = top
export DESIGN_NICKNAME = top
export VERILOG_FILES = /design/flow/design.v
export SDC_FILE = /design/flow/constraint.sdc
export NUM_CORES = 4
export LEC_CHECK = 1
export CORE_UTILIZATION = 30
[flow/constraint.sdc]
current_design top

set clk_period 10.2
set clk_io_pct 0.2

create_clock -name clk0 -period $clk_period

set non_clock_inputs [all_inputs -no_clocks]
set_input_delay [expr $clk_period * $clk_io_pct] -clock clk0 $non_clock_inputs
set_output_delay [expr $clk_period * $clk_io_pct] -clock clk0 [all_outputs]
[flow/design.v]
module top( 
    input wire [4-1:0] a,  
    input wire [4-1:0] b, 
    input wire [5-1:0] sel,
    output wire [5-1:0] led,
    output wire error,
    output wire zero,
    output wire carry,
    output wire overflow,
    output wire [6:0] display
); 
    wire [4-1:0] alu_result; 
    alu alu_instance (
        .a(a),
        .b(b),
        .sel(sel),
        .out(alu_result),  
        .led(led),
        .error(error),
        .zero(zero),
        .carry(carry),
        .overflow(overflow)
    );
    seven_seg_display display_instance (
        .alu_out(alu_result),  
        .seg_display_out(display)
    );
endmodule
module alu(
    input wire [4-1:0] a,         
    input wire [4-1:0] b,         
    input wire [5-1:0] sel,           
    output reg [4-1:0] out,          
    output wire [5:0] led,
  	output reg 	     error,	 
    output wire      zero,     
    output wire      carry,    
    output wire      overflow 
);
    reg [4+1-1:0] full_result;      
    reg [4-1:0] hi_reg;         
    reg [4-1:0] low_reg; 
    always @* begin  
        hi_reg =        4'b0000;
        low_reg =       4'b0000;
        out =           4'b0000;
        full_result =   4+1'b00000;
        error = 1'b0;   
        case (sel)
            5'b00000: begin    
                full_result = a + b;
                out = full_result[4-1:0];
            end
            5'b00001: begin    
              full_result = a - b;
                out = full_result[4-1:0];
            end  
            5'b00010: begin  
                out = a & b;
                full_result = {1'b0, out};  
            end
            5'b00011: begin  
                out = a | b;
                full_result = {1'b0, out};  
            end
            5'b00100: begin  
                out = a ^ b;
                full_result = {1'b0, out};
            end
            5'b00110: begin  
                out = ~(a | b);
                full_result = {1'b0, out};
            end
            5'b00101:begin  
                out = ~(a & b);
                full_result = {1'b0, out};
            end
            5'b00111: begin  
                out = a ~^ b;
                full_result = {1'b0, out};
            end  
            5'b01000: begin  
                out = a == b;
            end
            5'b01001: begin  
                out = a > b;
                full_result = {1'b0, out};
            end
            5'b01010: begin  
                out = a < b;
                full_result = {1'b0, out};
            end
            5'b01100: begin  
                case(b)
                    3'b000:   out = a;
                    3'b001:   out = {a[0], a[3], a[2] ,a[1]}; 
                    3'b010:   out = {a[1], a[0], a[3] ,a[2]};
                    3'b011:   out = {a[2], a[1], a[0], a[3]};        
                    default: begin  out = a; error = 1'b1; end
                endcase
                full_result = {1'b0, out};
            end
            5'b01101: begin  
                case(b) 
                    3'b000:   out = a;
                    3'b001:   out = {a[2], a[1], a[0], a[3]};
                    3'b010:   out = {a[1], a[0], a[3], a[2]};
                    3'b011:   out = {a[0], a[3], a[2], a[1]};
                    default: begin  out = a; error = 1'b1; end
                endcase
                full_result = {1'b0, out};
            end  
            5'b01111: begin
                {full_result[4] , hi_reg , low_reg} = a * b;  
                out = low_reg;  
            end
            5'b01110: begin
                if (b == 4'b0000) begin
                    out = 4'b0000;
                    error = 1'b1;
                    full_result = 4+1'b0;
                end else begin 
                    out = a / b;
                    full_result = {1'b0, out};
                end
            end
            5'b10001: out = low_reg; 
            5'b10000: out = hi_reg; 
            default: begin  
                out = 4'b0;
                full_result = 4+1'b0;
              	error = 1'b1;
            end
        endcase
    end
    assign zero = (out == 4'b0);
    assign carry = full_result[4];
    assign overflow = (a[4-1] == b[4-1]) && (out[4-1] != a[4-1]) && ((sel == 5'b00000) || (sel == 5'b00001));
    assign led = ~sel;  
endmodule 
module seven_seg_display( 
    input wire [4-1:0] alu_out,
    output reg [6:0] seg_display_out  
    );
    always @* begin
        case(alu_out)
            4'b0000: begin  
                seg_display_out[0] = 1;  
                seg_display_out[1] = 1;  
                seg_display_out[2] = 1;  
                seg_display_out[3] = 1;  
                seg_display_out[4] = 1;  
                seg_display_out[5] = 1;  
                seg_display_out[6] = 0;  
            end
            4'b0001: begin  
                seg_display_out[0] = 0;  
                seg_display_out[1] = 1;  
                seg_display_out[2] = 1;  
                seg_display_out[3] = 0;  
                seg_display_out[4] = 0;  
                seg_display_out[5] = 0;  
                seg_display_out[6] = 0;  
            end
            4'b0010: begin  
                seg_display_out[0] = 1;  
                seg_display_out[1] = 1;  
                seg_display_out[2] = 0;  
                seg_display_out[3] = 1;  
                seg_display_out[4] = 1;  
                seg_display_out[5] = 0;  
                seg_display_out[6] = 1;  
            end
            4'b0011: begin  
                seg_display_out[0] = 1;  
                seg_display_out[1] = 1;  
                seg_display_out[2] = 1;  
                seg_display_out[3] = 1;  
                seg_display_out[4] = 0;  
                seg_display_out[5] = 0;  
                seg_display_out[6] = 1;  
            end
            4'b0100: begin  
                seg_display_out[0] = 0;  
                seg_display_out[1] = 1;  
                seg_display_out[2] = 1;  
                seg_display_out[3] = 0;  
                seg_display_out[4] = 0;  
                seg_display_out[5] = 1;  
                seg_display_out[6] = 1;  
            end
            4'b0101: begin  
                seg_display_out[0] = 1;  
                seg_display_out[1] = 0;  
                seg_display_out[2] = 1;  
                seg_display_out[3] = 1;  
                seg_display_out[4] = 0;  
                seg_display_out[5] = 1;  
                seg_display_out[6] = 1;  
            end
            4'b0110: begin  
                seg_display_out[0] = 1;  
                seg_display_out[1] = 0;  
                seg_display_out[2] = 1;  
                seg_display_out[3] = 1;  
                seg_display_out[4] = 1;  
                seg_display_out[5] = 1;  
                seg_display_out[6] = 1;  
            end
            4'b0111: begin  
                seg_display_out[0] = 1;  
                seg_display_out[1] = 1;  
                seg_display_out[2] = 1;  
                seg_display_out[3] = 0;  
                seg_display_out[4] = 0;  
                seg_display_out[5] = 0;  
                seg_display_out[6] = 0;  
            end
            4'b1000: begin  
                seg_display_out[0] = 1;  
                seg_display_out[1] = 1;  
                seg_display_out[2] = 1;  
                seg_display_out[3] = 1;  
                seg_display_out[4] = 1;  
                seg_display_out[5] = 1;  
                seg_display_out[6] = 1;  
            end
            4'b1001: begin  
                seg_display_out[0] = 1;  
                seg_display_out[1] = 1;  
                seg_display_out[2] = 1;  
                seg_display_out[3] = 0;  
                seg_display_out[4] = 0;  
                seg_display_out[5] = 1;  
                seg_display_out[6] = 1;  
            end
            4'b1010: begin 
                seg_display_out[0] = 1;  
                seg_display_out[1] = 1;  
                seg_display_out[2] = 1;  
                seg_display_out[3] = 0;  
                seg_display_out[4] = 1;  
                seg_display_out[5] = 1;  
                seg_display_out[6] = 1;  
            end
            4'b1011: begin  
                seg_display_out[0] = 0;  
                seg_display_out[1] = 0;  
                seg_display_out[2] = 1;  
                seg_display_out[3] = 1;  
                seg_display_out[4] = 1;  
                seg_display_out[5] = 1;  
                seg_display_out[6] = 1;  
            end
            4'b1100: begin  
                seg_display_out[0] = 1;  
                seg_display_out[1] = 0;  
                seg_display_out[2] = 0;  
                seg_display_out[3] = 1;  
                seg_display_out[4] = 1;  
                seg_display_out[5] = 1;  
                seg_display_out[6] = 0;  
            end
            4'b1101: begin  
                seg_display_out[0] = 0;  
                seg_display_out[1] = 1;  
                seg_display_out[2] = 1;  
                seg_display_out[3] = 1;  
                seg_display_out[4] = 1;  
                seg_display_out[5] = 0;  
                seg_display_out[6] = 1;  
            end
            4'b1110: begin  
                seg_display_out[0] = 1;  
                seg_display_out[1] = 0;  
                seg_display_out[2] = 0;  
                seg_display_out[3] = 1;  
                seg_display_out[4] = 1;  
                seg_display_out[5] = 1;  
                seg_display_out[6] = 1;  
            end
            4'b1111: begin  
                seg_display_out[0] = 1;  
                seg_display_out[1] = 0;  
                seg_display_out[2] = 0;  
                seg_display_out[3] = 0;  
                seg_display_out[4] = 1;  
                seg_display_out[5] = 1;  
                seg_display_out[6] = 1;  
            end
            default:  begin  
                seg_display_out[0] = 0;  
                seg_display_out[1] = 0;  
                seg_display_out[2] = 0;  
                seg_display_out[3] = 0;  
                seg_display_out[4] = 0;  
                seg_display_out[5] = 0;  
                seg_display_out[6] = 0;  
            end
        endcase
    end
endmodule
[flow/run.sh]
#!/bin/bash
# OpenROAD 26Q1-2900-gdf79404cd8, Yosys 0.63+post, stock flow scripts
make -C /OpenROAD-flow-scripts/flow DESIGN_CONFIG=/design/flow/config.mk WORK_HOME=/design/flow/orfs finish
==> impl_metrics.ini <==
; generated from flow reports
[global_route]
antenna_found_initial = 0
grt.total_usage_pct = 19.1
grt-ovfl-total = 0
grt_pass1_wl_um = 9560
grt_pass1_vias = 1825
grt_max_degree = 20

[route]
first_iter_violations = 133
ant_nets = 0
drt_pre_antenna_iters = 4
drc_errors = 0
drt-total-wl_um = 5700
wire_per_inst_um = 16.0
vias = 2054
insertedDiodeCount = 0
via_per_inst = 5.79

[floorplan]
io_pins = 29
core_um2 = 5960
die_h_um = 80.6
rows = 28
dieArea_um2 = 6500
fp_util_pct = 31.2
die_w_um = 80.6

[pwr]
p_total_mw = 0.116
leakage_nw = 0.911
powerDensity_nw_per_um2 = 52.6
ir_drop_mv = 0.0217

[min_path]
hold_path_class = input pin to primary output

[finish]
syn_to_final_growth_pct = 18.3
flop_area_um2 = 0
num-clock-buffers = 0
seq_cells = 0
drive_gt1_share_pct = 5.71

[setup_path]
worstSetupPathType = input pin to primary output
crit_required_ns = 8.16
cp-end-kind = primary output
arrival_ns = 7.48
crit_fanout = 10
crit_path_start_kind = input pin

[yosys]
synth_cells = 261
ys_top_cells_by_area = ha_1 24%, nand2_1 4.5%, inv_1 4.2%
ys_warn_count = 3
top_cell_area_share_pct = 24.3
largest_area_cell = ha_1
ys_chip_area_um2 = 1860
synth.distinct_cells = 67
synth.cell_area_um2 = 1860
syn_area_per_cell_um2 = 7.11
ys_cells = 261
ys_seq_share_pct = 0

[timing]
finalCritPeriodShare_pct = 93.3
finalMaxSlewViolations = 0
rsz0062_at_grt = false
setup_violations = 0
max_slew_margin_pct = 46.9
worst_pin_slew_ns = 0.776
hold_viol_final = 0
min_period_ns = 9.52
worst_slack_ns = 0.684
tns_ns = 0
fmax_mhz = 105

[flow_run]
warning_count = 49
max_cap_violations = 0

[placed_design]
hpwl_um = 4560
dp_worst_setup_slack_ns = 0.460
io_buffers = 29
place.gp.congestion = 0.946

[status]
status = finished, final reports clean

[clocking]
cts_setup_buffers = 0
cts_hold_buf = 0
-- path summary, 6_finish.rpt --
check | cells after the start | from | slack, ns | endpoint
min | 3 | sel[4] | 5.21 | led[4]
max | 24 | a[3] | 0.68 | display[6]
-- through the flow --
step | utilization, % | instance area, µm² | hold slack [ns] | cells
6_report | 36.9 | 2200 | 5.21 | 355
3_3_place_gp | 36.8 | 2190 | 5.18 | 355
3_5_place_dp | 36.8 | 2190 | 5.20 | 355
2_1_floorplan | - | 1860 | 4.19 | 261
5_1_grt | 36.9 | 2200 | 5.28 | 355
4_1_cts | 36.8 | 2190 | 5.21 | 355
-- cells by family (layout without fill, tap and decap cells) --
group | Yosys count | after routing | synth area share [%]
simple gates | 95 | 95 | 27.2
buf+inv | 34 | 53 | 8.02
mux | 7 | 7 | 3.84
xor+xnor | 9 | 9 | 4.99
fa+ha+maj | 38 | 38 | 26.4
compound gates | 78 | 78 | 29.5
-- per-layer routing --
| metal | track usage [%] | wire length (µm) |
|---|---|---|
| met2 | 30.0 | 2490 |
| met3 | 0.692 | 297 |
| met1 | 29.2 | 2770 |
| met4 | 3.04 | 141 |
| met5 | 0 | 0 |
-- power by group --
part | internal, mW | switching [mW]
registers | 0 | 0
logic | 0.0552 | 0.0603
clock network | 0 | 0
-- final cells by class --
type / instances / area, µm²
Inverter: 21 / 78.8
Multi-Input combinational cell: 227 / 1710
Fill cell: 630 / 3760
Tap cell: 75 / 93.8
Timing Repair Buffer: 32 / 313
-- worst max-delay path, cell delays in order --
cell,delay (ns)
clkdlybuf4s50_1,0.75
ha_1,0.33
a21oi_1,0.18
ha_1,0.27
o21a_1,0.12
o21ai_1,0.18
nand2_1,0.07
o21ai_0,0.13
ha_1,0.30
o21a_1,0.13
o21a_1,0.20
o21ai_2,0.26
nand2_1,0.08
o21ai_0,0.12
ha_1,0.26
a21boi_0,0.12
o211ai_1,0.18
a21oi_1,0.09
a211oi_1,0.28
nand4_1,0.26
ha_1,0.27
mux2_2,0.26
a2bb2oi_1,0.14
clkdlybuf4s50_1,0.47
-- layout by cell type (no fill, tap or decap), types with 3 or more instances in the layout --
cell type	n
o21a_1	3
a31oi_1	4
buf_4	3
xnor2_1	7
nor2b_1	6
o31ai_1	3
nand4_1	6
nor3_1	9
o211ai_1	5
nor2_1	20
or2_1	3
ha_1	36
o22ai_1	4
mux2i_1	6
nand3_1	10
clkdlybuf4s50_1	29
inv_1	21
o21ai_0	12
nand2_1	22
a21oi_1	15
-- Yosys cell counts, drive strengths merged (4+ instances only) --
| cell type | number |
|---|---|
| or2 | 4 |
| ha | 36 |
| o21ai | 14 |
| mux2i | 6 |
| xnor2 | 7 |
| a21oi | 16 |
| clkbuf | 4 |
| nor2 | 21 |
| buf | 9 |
| o22ai | 4 |
| o211ai | 5 |
| nor3 | 9 |
| nor2b | 6 |
| nand3 | 10 |
| nand4 | 6 |
| nand2 | 22 |
| inv | 21 |
| a31oi | 4 |
-- timing repair --
| item | 4_1_cts | 5_1_grt |
|---|---|---|
| gates resized | 0 | 2 |
| hold endpoints to repair | 0 | 0 |
| setup endpoints to repair | 0 | 6 |
Power and IR drop assume default switching activity.
